==> ./design.v <==
`timescale 1ns / 1ps
module W_FIFO_design #(
  parameter FIFO_DEPTH = 128, 
  parameter DATA_WIDTH = 32,
  parameter STRB_WIDTH = DATA_WIDTH/8,
  parameter WLAST_WIDTH = 1,
  parameter FIFO_WIDTH = DATA_WIDTH + STRB_WIDTH + WLAST_WIDTH )(
  input W_fifo_write_clk,
  input W_fifo_read_clk,
  input W_fifo_rst,
  input W_fifo_w_en,
  input W_fifo_r_en,
  output logic W_fifo_full,
  output logic W_fifo_empty,
  input [DATA_WIDTH -1:0]in_fifo_WDATA,
  input [STRB_WIDTH -1:0]in_fifo_WSTRB,
  input in_fifo_WLAST,
  input in_fifo_WVALID,
  input in_fifo_WREADY,
  output reg [DATA_WIDTH -1:0]out_fifo_WDATA,
  output reg [STRB_WIDTH -1:0]out_fifo_WSTRB,
  output reg out_fifo_WLAST,
  output reg out_fifo_WVALID,
  output reg out_fifo_WREADY
);
  localparam WDATA_WIDTH = DATA_WIDTH ;
  localparam WSTRB_WIDTH = STRB_WIDTH ;
  localparam DATA_LSB = 0;
  localparam DATA_MSB = DATA_LSB + DATA_WIDTH - 1;
  localparam STRB_LSB = DATA_MSB + 1;
  localparam STRB_MSB = STRB_LSB + STRB_WIDTH - 1;
  localparam TOTAL_WIDTH   = STRB_MSB + 1;
  localparam PTR_WIDTH = $clog2(FIFO_DEPTH);
  reg [FIFO_WIDTH -1:0]FIFO_MEMORY[FIFO_DEPTH -1:0];
  reg [PTR_WIDTH -1:0]FIFO_w_ptr = 0;
  reg [PTR_WIDTH -1:0]FIFO_r_ptr = 0;
  reg FIFO_is_almost_full;
  reg FIFO_is_almost_empty;
  always@(posedge W_fifo_write_clk)begin
    if(W_fifo_rst)begin
      FIFO_w_ptr <= 0;
    end
    else if(W_fifo_w_en && !W_fifo_full && in_fifo_WVALID && out_fifo_WREADY)begin
      FIFO_MEMORY[FIFO_w_ptr] <= {in_fifo_WLAST, in_fifo_WSTRB, in_fifo_WDATA};
      FIFO_w_ptr <= (FIFO_w_ptr == FIFO_DEPTH - 1)? 0: FIFO_w_ptr + 1;
    end
  end
  always@(posedge W_fifo_read_clk)begin
    if(W_fifo_rst)begin
      FIFO_r_ptr <= 0;
    end
    else if(W_fifo_r_en && !W_fifo_empty && in_fifo_WREADY && out_fifo_WVALID)begin
      out_fifo_WDATA <= FIFO_MEMORY[FIFO_r_ptr][DATA_MSB : DATA_LSB];
      out_fifo_WSTRB <= FIFO_MEMORY[FIFO_r_ptr][STRB_MSB : STRB_LSB];
      out_fifo_WLAST <= FIFO_MEMORY[FIFO_r_ptr][STRB_MSB + 1];
      FIFO_r_ptr <= (FIFO_r_ptr == FIFO_DEPTH - 1) ? 0 : FIFO_r_ptr + 1;
    end   
  end  
  assign out_fifo_WVALID = !W_fifo_empty;
  assign W_fifo_full = ((FIFO_w_ptr + 1) % FIFO_DEPTH == FIFO_r_ptr);
  assign W_fifo_empty = (FIFO_w_ptr == FIFO_r_ptr);
  assign out_fifo_WREADY = ~FIFO_is_almost_full;
  assign FIFO_is_almost_full = ((FIFO_w_ptr + 2) % FIFO_DEPTH == FIFO_r_ptr);
  assign FIFO_is_almost_empty = ((FIFO_w_ptr - FIFO_r_ptr) <= 1);
endmodule
==> ./run.sh <==
#!/bin/bash
# OpenROAD 26Q1-2900-gdf79404cd8, Yosys 0.63+post, stock flow scripts
make -C /OpenROAD-flow-scripts/flow DESIGN_CONFIG=/design/flow/config.mk WORK_HOME=/design/flow/orfs finish
==> ./config.mk <==
export PLATFORM = sky130hd
export DESIGN_NAME = W_FIFO_design
export DESIGN_NICKNAME = W_FIFO_design
export VERILOG_FILES = /design/flow/design.v
export SDC_FILE = /design/flow/constraint.sdc
export NUM_CORES = 4
export LEC_CHECK = 1
export CORE_UTILIZATION = 50
export SYNTH_MEMORY_MAX_BITS = 65536
==> ./constraint.sdc <==
current_design W_FIFO_design

set clk_period 759.1
set clk_io_pct 0.2

create_clock -name clk0 -period $clk_period [get_ports {W_fifo_read_clk}]
create_clock -name clk1 -period $clk_period [get_ports {W_fifo_write_clk}]

set non_clock_inputs [all_inputs -no_clocks]
set_input_delay [expr $clk_period * $clk_io_pct] -clock clk0 $non_clock_inputs
set_output_delay [expr $clk_period * $clk_io_pct] -clock clk0 [all_outputs]
==> results.py <==
# Auto-generated metrics
metrics = {
    "sta": {
        "setup_tns_ns": 0,
        "timing_max_transition_violations_final": 0,
        "setup-violations-final": 0,
        "final-hold-violation-count": 0,
        "grt_setup_unrepaired": "false",
        "skew_ns": 0.0529,
        "fin_worst_hold_slack_ns": 0.487,
        "max_slew_margin_pct": 14.9,
        "worstMarginPinSlew_ns": 1.24,
    },
    "cts": {
        "cts_tree": "built",
        "ctsHoldBuffers": 0,
        "clock_sink_count": 4787,
        "cts_setup_buffers": 0,
        "cts_resized": 0,
        "clk_pin_slew_worst_paths_ns": 0.10,
    },
    "flow_run": {
        "warning_count": 30,
        "drv_cap": 0,
    },
    "global_route": {
        "gr-usage-all-layers_pct": 32.9,
        "first_global_vias": 96300,
        "grt_remaining_overflow": 0,
        "wire_length_of_the_first_global_routing_pass_mm": 733,
        "antenna_found_initial": 32,
        "pin_count_of_the_biggest_net_entering_global_routing": 83,
    },
    "routing": {
        "routed-via-count": 88500,
        "routedWlPerCell_um": 37.1,
        "via_per_inst": 6.27,
        "drt_pass1_iterations": 5,
        "highest-signal-layer": "met5",
        "antenna_nets_post_route": 0,
        "detail_route.drc_violations": 0,
        "routedLengthMet1_mm": 151,
        "drt_wl_total_mm": 524,
        "route.met2.wl_mm": 242,
        "met3WireLength_mm": 101,
        "dr.first_iter.drc_count": 6261,
    },
    "synthesis": {
        "yosys_warnings": 5,
        "aoi_share_pct": 3.34,
        "post_synth_instance_area_um2": 183000,
        "synth.yosys.num_cells": 8325,
        "synthAdderAreaFrac_pct": 0.0410,
        "yosys.area_share.xor_xnor_pct": 0.0909,
        "yosys-mux-area-fraction_pct": 15.4,
        "number_of_register_bits_inferred_by_synthesis": 4787,
        "synthTopLogicFamily": "multiplexers",
        "synth_chip_area_um2": 183000,
        "synth_simple_gate_area_share_pct": 1.36,
        "yosys_most_used_dff": "edfxtp_1",
        "synth-edff-count": 4773,
        "ys_seq_share_pct": 78.4,
        "syn_area_per_cell_um2": 22.0,
        "ys_async_sr_fraction_pct": 0,
        "post_synth_inst_count": 8325,
        "yosys.cell_types.count": 65,
    },
    "die": {
        "design.portCount": 85,
        "core_um2": 363000,
        "rows": 221,
        "floorplan.die.width_um": 607,
        "fp_density_pct": 50.4,
        "chipArea_um2": 369000,
        "die.size.y_um": 607,
    },
    "finish": {
        "post_route_cells_drive_above_1_share_pct": 24.9,
        "areaGrowthSynthToFinish_pct": 13.5,
    },
    "min_path": {
        "min-delay-path-class": "flop to flop",
    },
    "setup_path": {
        "worstReg2RegStart": "FIFO_r_ptr[0]",
        "peak_fanout_along_the_critical_path": 11,
        "cp.required_ns": 607.28,
        "reg2reg_to": "out_fifo_WDATA[17]",
        "reg_to_reg_slack_setup_ns": 752.47,
        "worst_r2r_path_depth": 10,
        "critical_path.endpoint_type": "output port",
        "crit_path_start": "FIFO_w_ptr[2]",
        "cp-start-kind": "flop",
        "critical_path.endpoint": "W_fifo_full",
        "worstSetupPathType": "flop to output port",
        "cp_arrival_ns": 4.09,
    },
    "place": {
        "gp_routability_congestion": 0.937,
        "post_dp_hpwl_mm": 319,
        "count_of_buffers_inserted_at_the_top_level_ports": 83,
    },
    "status": {
        "run_status": "completed",
    },
    "power": {
        "cellLeakagePower_uw": 0.0632,
        "power_per_unit_of_standard_cell_area_nw_per_um2": 2.62,
        "power.ir.vdd_worst_uv": 2.21,
    },
}
[power by group]
| group | total, uW | internal (uW) | switching [uW] |
|---|---|---|---|
| sequential | 291 | 291 | 0.166 |
| combinational | 21.4 | 6.71 | 14.7 |
| clock | 231 | 132 | 98.9 |
[cell type report]
cell class / count / area, um2
clock inverter: 315 / 3040
inverter: 7 / 36.3
multi-input combinational: 3044 / 38100
sequential: 4787 / 144000
antenna: 15 / 37.5
timing repair buffer: 597 / 4730
fill: 25800 / 156000
tap: 4794 / 6000
clock buffer: 555 / 12200
[how the worst min path moves through the flow]
stage,startpoint,cells after the start,slack (ns),to
4_1_cts,FIFO_r_ptr[6],1,0.49,FIFO_r_ptr[5]
5_1_grt,FIFO_r_ptr[6],1,0.50,FIFO_r_ptr[5]
6_report,FIFO_r_ptr[6],1,0.49,FIFO_r_ptr[5]
[registers in the layout, indices dropped and copies added, names as in the netlist]
name            count
FIFO_r_ptr          7
FIFO_w_ptr          7
FIFO_MEMORY      4736
out_fifo_WSTRB      4
out_fifo_WLAST      1
out_fifo_WDATA     32
[worst max-delay path, cell delays in order, from the launching register on]
cell	delay, ns
dfxtp_1	0.57
ha_1	0.48
nand4_1	0.54
nor3_1	0.33
a31o_1	0.22
and3_1	0.41
clkdlybuf4s50_1	0.54
[Yosys cell counts, types with 13 or more instances]
library cell  instances  area (um2)
a21oi_1              72         360
buf_1                33         124
o22ai_1             111         694
a22oi_1             204        1530
nor3_1               32         160
a22o_1               43         377
nor2_1              181         679
dfxtp_1              14         280
mux4_2              893       20100
mux2_2               20         225
o32a_1               26         260
o21ai_0              13        65.1
buf_4                73         548
a211oi_1             51         383
o22a_1               24         210
nand2_1              98         368
buf_2               215        1080
clkbuf_1            154         578
mux2i_1             777        7780
a221oi_1             57         499
o221ai_1             65         569
edfxtp_1           4773      143000
a2111oi_0            67         587
a221o_1              13         130
nand3_1             139         696
[cell usage in the layout, fill, tap and decap left out, types with 8 or more instances in the layout]
| master | n |
|---|---|
| mux4_2 | 893 |
| a211o_1 | 11 |
| nor4_2 | 8 |
| clkinv_1 | 128 |
| o221ai_1 | 65 |
| clkinvlp_4 | 23 |
| nor3_2 | 10 |
| clkbuf_1 | 79 |
| buf_4 | 540 |
| bufinv_16 | 52 |
| a21oi_1 | 72 |
| clkbuf_16 | 476 |
| mux2_2 | 20 |
| a221oi_1 | 57 |
| nand2b_1 | 10 |
| xnor2_1 | 12 |
| clkinv_2 | 88 |
| o22ai_1 | 111 |
| o211ai_1 | 12 |
| o32a_1 | 26 |
| a22o_1 | 43 |
| nor2_1 | 62 |
| a221o_1 | 13 |
| edfxtp_1 | 4773 |
| a22oi_1 | 204 |
| nor2b_1 | 8 |
| a211oi_2 | 10 |
| a2111oi_0 | 59 |
| buf_12 | 11 |
| nand2_1 | 95 |
| a211oi_1 | 41 |
| o22a_1 | 24 |
| diode_2 | 15 |
| nand3_1 | 139 |
| a311oi_1 | 8 |
| o21ai_0 | 13 |
| nor2_4 | 120 |
| mux2i_1 | 777 |
| clkdlybuf4s50_1 | 46 |
| nor3_1 | 22 |
[per-layer routing]
layer / vias to the layer above / GRT usage, %
li1: 36700 / -
met1: 44900 / 39.2
met2: 5946 / 45.5
met3: 940 / 27.1
met4: 34 / 12.3
met5: - / 1.95
[metrics by stage]
stage | cell area (um2) | cells | utilization (%) | setup slack (ns) | total power, uW
3_3_place_gp | 193000 | 13200 | 53.0 | 603.19 | 318
6_report | 208000 | 14100 | 57.2 | 603.19 | 544
2_1_floorplan | 183000 | 8325 | - | 602.55 | 306
3_5_place_dp | 193000 | 13200 | 53.0 | 603.19 | 318
5_1_grt | 208000 | 14100 | 57.2 | 603.06 | 557
4_1_cts | 208000 | 14100 | 57.2 | 603.11 | 547
[cell families (layout without fill, tap and decap cells)]
group,after synthesis,in the layout
AND-OR/OR-AND,799,799
XOR/XNOR,19,19
adder cells (fa/ha/maj),6,6
buffers and inverters,494,1474
flip-flops,4787,4787
multiplexers,1693,1693
other,0,15
AND/OR/NAND/NOR,527,527
Power is estimated from default activity; no workload was simulated.
